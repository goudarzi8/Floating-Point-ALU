File: flow/config.mk
export PLATFORM = sky130hd
export DESIGN_NAME = fpu_mul
export DESIGN_NICKNAME = fpu_mul
export VERILOG_FILES = /design/flow/design.v
export SDC_FILE = /design/flow/constraint.sdc
export NUM_CORES = 4
export LEC_CHECK = 1
export CORE_UTILIZATION = 30
File: flow/constraint.sdc
current_design fpu_mul

set clk_period 26.8
set clk_io_pct 0.2

create_clock -name clk0 -period $clk_period

set non_clock_inputs [all_inputs -no_clocks]
set_input_delay [expr $clk_period * $clk_io_pct] -clock clk0 $non_clock_inputs
set_output_delay [expr $clk_period * $clk_io_pct] -clock clk0 [all_outputs]
File: flow/design.v
`timescale 1ns/100ps
module fpu_mul #(
	parameter BIT_WIDTH					= 32,			 
	parameter EXP_WIDTH					= ( BIT_WIDTH == 32 ) ?  8 : ( BIT_WIDTH == 64 ) ? 11 :  15 ,  
	parameter SGN_WIDTH					= ( BIT_WIDTH == 32 ) ? 24 : ( BIT_WIDTH == 64 ) ? 53 : 113 ,
	parameter SIGN_POS					= BIT_WIDTH - 1 , 
	parameter EXP_SPOS					= BIT_WIDTH - 2 , 
	parameter EXP_EPOS					= SGN_WIDTH - 1 , 
	parameter BIAS						= (2 ** (EXP_WIDTH-1)) - 1   
)(    
	input		[2:0]					i_mode,
	input		[BIT_WIDTH-1:0]			i_inputA,
	input		[BIT_WIDTH-1:0]			i_inputB,
	output 		[BIT_WIDTH-1:0]			o_output,
	output 								o_inexact
);
	wire								signA ;
	wire		[EXP_WIDTH-1:0]			expA  ;
	wire		[SGN_WIDTH-1:0]			mantissaA ;
	wire								signB ;
	wire		[EXP_WIDTH-1:0]			expB  ;
	wire		[SGN_WIDTH-1:0]			mantissaB ;
	reg			[2+EXP_WIDTH-1:0]		expT0 ;
	reg			[EXP_WIDTH-1:0]			expT1 ;
	wire								signO ;
	wire		[EXP_WIDTH-1:0]			expO  ;
	wire		[SGN_WIDTH-2:0]			mantissaO ;
	reg			[EXP_WIDTH:0]			temp_exp0 ;
	reg			[EXP_WIDTH -1:0]		temp_exp1 ;
	wire		[2*SGN_WIDTH-1:0]		temp_mantissa0 ;  
	reg			[SGN_WIDTH :0]	    	temp_mantissa1 ;  
	reg 		[SGN_WIDTH :0]		    round_sum;  
	reg									stickyBit ;
	wire 								inexact_flag;	
	reg 								normalization;		 
	assign signA 		= i_inputA[BIT_WIDTH-1] ;
	assign expA  		= i_inputA[EXP_SPOS:EXP_EPOS] ;
	assign mantissaA 	= ( i_inputA[BIT_WIDTH-2:0] == 0 ) ? {(SGN_WIDTH){1'b0}} : {1'b1,i_inputA[SGN_WIDTH-2:0]} ;
	assign signB 		= i_inputB[BIT_WIDTH-1] ;     	
	assign expB  		= i_inputB[EXP_SPOS:EXP_EPOS] ;  	
	assign mantissaB 	= ( i_inputB[BIT_WIDTH-2:0] == 0 ) ? {(SGN_WIDTH){1'b0}} : {1'b1,i_inputB[SGN_WIDTH-2:0]} ;   
	assign signO = signA ^ signB;
	assign temp_mantissa0 = (mantissaA * mantissaB);
always@(*)begin
		if (temp_mantissa0[2*SGN_WIDTH - 1] == 1'b1) begin  
			normalization  = 1'b1;
			temp_mantissa1 =   temp_mantissa0  [2*SGN_WIDTH - 1: SGN_WIDTH - 2] >> 1;
			stickyBit      = | temp_mantissa0  [ SGN_WIDTH - 1 : 0];
		end
		else if (temp_mantissa0[2*SGN_WIDTH - 1] == 1'b0) begin  
			normalization  = 1'b0;
			temp_mantissa1 =   temp_mantissa0 [2*SGN_WIDTH - 1: SGN_WIDTH - 2];
			stickyBit	   = | temp_mantissa0 [ SGN_WIDTH - 2 : 0];
		end
	end
	always@(*)begin
		case(i_mode)
			3'b001 : begin  
				if(signO == 1)begin
					if(temp_mantissa1[0] && stickyBit)begin
						round_sum = temp_mantissa1[SGN_WIDTH  : 1] + 1;
					end
				end
				else if(signO == 0)begin
					if(temp_mantissa1[0])begin
						round_sum = temp_mantissa1[SGN_WIDTH  : 1] + 1;
					end
				end
				else begin
						round_sum = temp_mantissa1[SGN_WIDTH  : 1];
				end
			end
			3'b010 : begin  
				if(signO == 0)begin
					if(temp_mantissa1[0] || stickyBit)begin
					round_sum = temp_mantissa1[SGN_WIDTH  : 1] + 1;
					end
				end
				else if(signO == 1)begin
					round_sum = temp_mantissa1[SGN_WIDTH  : 1];
				end
			end
			3'b011 : begin  
				if(signO == 1)begin
					if(temp_mantissa1[0] || stickyBit)begin
					round_sum = temp_mantissa1[SGN_WIDTH  : 1] + 1;
					end
				end
				else if(signO == 0)begin
					round_sum = temp_mantissa1[SGN_WIDTH  : 1];
				end
			end
			3'b100 : begin  
					round_sum = temp_mantissa1[SGN_WIDTH : 1];	
				end
			default : begin  
				if(temp_mantissa1[0] == 1'b1 && (stickyBit == 1'b1 || temp_mantissa1[1] == 1'b1)) begin
					round_sum = temp_mantissa1[SGN_WIDTH  : 1] + 1;
				end
				else begin
					round_sum = temp_mantissa1[SGN_WIDTH  : 1];
				end
			end
		endcase 
	end
	assign inexact_flag = (stickyBit | temp_mantissa1[0] );
	assign mantissaO = round_sum[SGN_WIDTH -2 : 0];  
	reg flag;
	always@(*)begin
		flag = 1'b0;
		if (normalization == 1'b1)begin
				if(round_sum[SGN_WIDTH ] == 1)begin 								  
					temp_exp1 = (expA + expB - BIAS + 1 + 1);
					temp_exp0 = (expA + expB - BIAS + 1 + 1);	  
					if((expA + expB  + 2'b10) >= ({(EXP_WIDTH){1'b1}} + BIAS))begin 	      
						flag = 1'b1;
						temp_exp1 = {(EXP_WIDTH){1'b1}};
					end
					else if((expA + expB  + 1) < BIAS)begin 	    				  
						flag = 1'b1;
						temp_exp1 = {(EXP_WIDTH){1'b0}};
				end
				end
				else if(round_sum[SGN_WIDTH ] == 0) begin
					temp_exp1 = (expA + expB - BIAS + 1);
					temp_exp0 = (expA + expB - BIAS + 1);  
					if((expA + expB + 1 ) >= ({(EXP_WIDTH){1'b1}} + BIAS))begin 		      
						flag = 1'b1;
						temp_exp1 = {(EXP_WIDTH){1'b1}};
					end
					else if((expA + expB + 1 ) < BIAS)begin 	    					  
						flag = 1'b1;
						temp_exp1 = {(EXP_WIDTH){1'b0}};
				end
			end
		end
		else if(round_sum[SGN_WIDTH ] == 1)begin 								  
				temp_exp1 = (expA + expB - BIAS + 1);
				temp_exp0 = (expA + expB - BIAS + 1);	  
				if((expA + expB  + 1) >= ({(EXP_WIDTH){1'b1}} + BIAS))begin 	      
					flag = 1'b1;
					temp_exp1 = {(EXP_WIDTH){1'b1}};
				end
				else if((expA + expB  + 1) < BIAS)begin 	    				  
					flag = 1'b1;
					temp_exp1 = {(EXP_WIDTH){1'b0}};
			end
		end
		else if(round_sum[SGN_WIDTH ] == 0) begin
				temp_exp1 = (expA + expB - BIAS);
				temp_exp0 = (expA + expB - BIAS);  
				if((expA + expB ) >= ({(EXP_WIDTH){1'b1}} + BIAS))begin 		      
					flag = 1'b1;
					temp_exp1 = {(EXP_WIDTH){1'b1}};
				end
				else if((expA + expB ) < BIAS)begin 	    					  
					flag = 1'b1;
					temp_exp1 = {(EXP_WIDTH){1'b0}};
			end
		end
	end
	assign expO = temp_exp1;  
	assign o_inexact = (inexact_flag | flag) ? 1 : 0;  
	assign o_output = {signO,expO,mantissaO};  
endmodule
File: flow/run.sh
#!/bin/bash
# OpenROAD 26Q1-2900-gdf79404cd8, Yosys 0.63+post, stock flow scripts
make -C /OpenROAD-flow-scripts/flow DESIGN_CONFIG=/design/flow/config.mk WORK_HOME=/design/flow/orfs finish
==> flow_summary.toml <==
# yosys + openroad results
[final_timing]
relSlewSlack_pct = 29.8
drv_slew = 0
untimed_endpoints = 47
hold-worst-slack_ns = 11.76
tns_ns = 0
worst_pin_slew_ns = 1.04
fmax_mhz = 46.4
unclocked_pins = 24
post-route-period-util_pct = 80.5
setup_viol = 0
hold_violations = 0
fin_crit_ns = 21.56
grt_setup_unrepaired = "no"

[detailed_routing]
drt_first_pass_iters = 5
diodes = 0
drt_iter0_drc = 1210
drtAntennaViolNets = 0
vias = 19151
via_per_inst = 5.03
route.detailed.drc = 0
post_drt_wl_per_cell_um = 19.6
wl_mm = 74.7

[yosys]
synthFlopType = "dlxtn_1"
numSynthFlops = 24
aoi_share_pct = 9.61
synth_cell_types = 103
ys_warn_count = 1
async_flop_share_pct = 0
synth_top_area_share_pct = 41.4
mux_share_pct = 0.402
xor_share_pct = 2.81
syn_area_per_cell_um2 = 8.27
synthAdderAreaFrac_pct = 51.5
edf_count = 0
netlist_area_um2 = 23300
synthCells = 2822
ys_cells = 2822
yosysTopAreaCell = "fa_1"
topCombFamilyByArea = "adder cells"
simple_gate_share_pct = 20.9
yosysChipArea_um2 = 23300
area_leaders = "fa_1, ha_1, inv_1"

[global_route]
grt.total_usage_pct = 20.6
overflow = 0
grt_max_degree = 83
grt_pass1_vias = 19972
antenna_found_initial = 2
grt_first_pass_wirelength_mm = 118

[worst_setup_path]
cpPeakStageDelay_ns = 0.92
worstSetupPathType = "in2out"
path_buffers = 9
start_kind = "input port"
cp.depth = 33
cpMostUsedCell = "fa_1"
slowest_stage = "nor4_1"
crit_path_max_fanout = 82
crit_family = "adder cells"
cp-end-kind = "output pin"
cp-startpoint = "i_inputB[20]"
worstPathArrival_ns = 16.20
cp.required_ns = 21.44

[finish]
area.growth.synth_to_final_pct = 7.95
final_common_cell = "inv_1"
fin_util_pct = 32.9
drive_gt1_share_pct = 3.96
fin_cells = 3811
filler_cell_count = 7994
layout_top_cells = "inv_1, fa_1, nand2_1"
largest_reg_flops = 24

[die]
fp_util_pct = 30.5
dieHeight_um = 281
row_count = 101
num_io_pins = 100
dieArea_um2 = 78900
fp.dieW_um = 281
core_um2 = 76500

[worst_hold_path]
whs_path_depth = 3
worst_hold_path_type = "in2out"
min_from = "i_inputA[31]"

[clocking]
ctsResizeCount = 0
post_cts_buffers = 0
hold_buffers = 0

[placement]
gp_congestion = 0.989
hpwl_mm = 60.3
numPlacedInstances = 3811
io_buffers = 100

[flow_run]
max_cap_violations = 0
warnings = 35

[status]
outcome = "finished clean"
==> tightest hold or removal path, delay by kind of cell <==
family	cells	cell delay, ns
buf+inv	2	0.89
xor+xnor	1	0.15
==> cell families (layout without fill, tap and decap cells) <==
kind of cell             count (synthesis)  count (layout)
adder cells (fa/ha/maj)                671             671
multiplexers                             9               9
XOR/XNOR                                74              74
latches                                 24              24
buffers and inverters                  779             738
AND-OR/OR-AND                          314             314
AND/OR/NAND/NOR                        951             951
==> metrics by stage <==
stage | cell area [µm²] | setup slack (ns)
CTS | 25200 | 5.22
floorplan | 23300 | 8.33
global route | 25200 | 4.58
finish | 25200 | 5.24
global placement | 25200 | 5.31
detailed placement | 25200 | 5.25
==> cell usage after synthesis, types with 5 or more instances <==
master,count
a211o_1,10
a211oi_1,11
a21o_1,21
a21oi_1,83
a221o_1,5
a31oi_1,11
and2_1,83
and3_1,233
and4_1,7
buf_1,6
buf_2,18
buf_4,30
clkbuf_1,145
dlxtn_1,24
fa_1,483
ha_1,188
inv_1,577
mux2i_1,6
nand2_1,358
nand2b_1,10
nand3_1,38
nand4_1,29
nor2_1,85
nor2b_1,12
nor3_1,30
nor4_1,26
o2111ai_1,5
o211ai_1,13
o21a_1,10
o21ai_0,41
o21ai_1,11
o21bai_1,7
o31ai_1,6
or2_2,5
or3_1,5
xnor2_1,41
xor2_1,32
==> per-layer routing <==
metal / vias up / GRT usage [%] / wire length, µm
met4: 8 / 2.47 / 1140
met2: 1046 / 28.3 / 30900
li1: 8804 / - / -
met3: 83 / 13.6 / 12200
met5: - / 1.31 / 161
met1: 9210 / 27.9 / 30200
==> path summary, 6_finish.rpt <==
kind,to,slack [ns]
setup / recovery,o_output[26],5.24
hold / removal,o_output[31],11.76
==> layout make-up <==
type / instances / area [µm²] / share of cell area (%)
Tap cell: 1030 / 1290 / 5.12
Multi-Input combinational cell: 2019 / 19900 / 79.1
Inverter: 578 / 2170 / 8.62
Sequential cell: 24 / 360 / 1.43
Timing Repair Buffer: 160 / 1450 / 5.76
